$ cat design/flow/run.sh
#!/bin/bash
# OpenROAD 26Q1-2900-gdf79404cd8, Yosys 0.63+post, stock flow scripts
make -C /OpenROAD-flow-scripts/flow DESIGN_CONFIG=/design/flow/config.mk WORK_HOME=/design/flow/orfs finish
$ cat design/flow/config.mk
export PLATFORM = sky130hd
export DESIGN_NAME = top
export DESIGN_NICKNAME = top
export VERILOG_FILES = /design/flow/design.v
export SDC_FILE = /design/flow/constraint.sdc
export NUM_CORES = 4
export LEC_CHECK = 1
export CORE_UTILIZATION = 40
$ cat design/flow/constraint.sdc
current_design top

set clk_period 1.7
set clk_io_pct 0.2

create_clock -name clk0 -period $clk_period [get_ports {CLK}]
create_clock -name clk1 -period $clk_period [get_ports {PATTERN_555}]

set non_clock_inputs [all_inputs -no_clocks]
set_input_delay [expr $clk_period * $clk_io_pct] -clock clk0 $non_clock_inputs
set_output_delay [expr $clk_period * $clk_io_pct] -clock clk0 [all_outputs]
$ cat design/flow/design.v
`timescale 1ns / 1ps
module ledCtrl(input wire [1:0] state,
               output wire led,
               input wire ledOn,
               input wire pattern1,
               input wire pattern2
               );
    reg out;
    always @* begin
        case (state)
            3'b0: out <= 1'b0;
            3'b1: out <= ledOn;
            3'b10: out <= pattern1 & ledOn;
            3'b11: out <= pattern2 & ledOn;
        endcase
    end
    assign led= out;
endmodule
`timescale 1ns / 1ps
module shift_reg  
	#(parameter MSB=8) 
	(  input reset,
      input clk,                    
		input data,         
      input en,                      
      output reg [MSB-1:0] registers 
	);    
   always @ (posedge clk)
	begin
      if (!reset)
         registers <= 0;
      else
         if (~en)
            registers <= {registers[MSB-2:0], data};  
         else
            registers <= registers;
   end
endmodule
`timescale 1ns / 1ps
module top (input wire RESET,
			input wire LATCH,
			input wire CLK,
			input wire DATA,
			input wire PATTERN_555,
			input wire PWM,	
			output wire [19:0] LED
			);
parameter MSB = 8;
wire[MSB-1:0] buffer;
shift_reg  #(MSB) sr0  (.reset(RESET),
						.clk (CLK),
						.data (DATA),
                        .en (LATCH),
                        .registers (buffer)
						);
wire [2:0] instruction;
wire [4:0] ledAddress;
reg [1:0] led0;
reg [1:0] led1;
reg [1:0] led2;
reg [1:0] led3;
reg [1:0] led4;
reg [1:0] led5;
reg [1:0] led6;
reg [1:0] led7;
reg [1:0] led8;
reg [1:0] led9;
reg [1:0] led10;
reg [1:0] led11;
reg [1:0] led12;
reg [1:0] led13;
reg [1:0] led14;
reg [1:0] led15;
reg [1:0] led16;
reg [1:0] led17;
reg [1:0] led18;
reg [1:0] led19;
assign instruction = buffer[MSB-1:5];
assign ledAddress = buffer[4:0];	
reg half_pattern;
reg temp;
always @(posedge PATTERN_555)
	temp <= ~temp;
always @(posedge temp)
	half_pattern <= ~half_pattern;
always @*
begin
	if (LATCH == 1'b1) begin
		case (ledAddress)
			0: led0 <= instruction;
			1: led1 <= instruction;
			2: led2 <= instruction;
			3: led3 <= instruction;
			4: led4 <= instruction;
			5: led5 <= instruction;
			6: led6 <= instruction;
			7: led7 <= instruction;
			8: led8 <= instruction;
			9: led9 <= instruction;
			10: led10 <= instruction;
			11: led11 <= instruction;
			12: led12 <= instruction;
			13: led13 <= instruction;
			14: led14 <= instruction;
			15: led15 <= instruction;
			16: led16 <= instruction;
			17: led17 <= instruction;
			18: led18 <= instruction;
			19: led19 <= instruction;
		endcase
	end
end
ledCtrl lc0 (.state(led0),
            .led(LED[0]),
            .ledOn(PWM),
			.pattern1 (PATTERN_555),
			.pattern2 (half_pattern)
			);
ledCtrl lc1 (.state(led1),
            .led(LED[1]),
            .ledOn(PWM),
			.pattern1 (PATTERN_555),
			.pattern2 (half_pattern)
			);
ledCtrl lc2 (.state(led2),
            .led(LED[2]),
            .ledOn(PWM),
			.pattern1 (PATTERN_555),
			.pattern2 (half_pattern)
			);
ledCtrl lc3 (.state(led3),
            .led(LED[3]),
            .ledOn(PWM),
			.pattern1 (PATTERN_555),
			.pattern2 (half_pattern)
			);
ledCtrl lc4 (.state(led4),
            .led(LED[4]),
            .ledOn(PWM),
			.pattern1 (PATTERN_555),
			.pattern2 (half_pattern)
			);
ledCtrl lc5 (.state(led5),
            .led(LED[5]),
            .ledOn(PWM),
			.pattern1 (PATTERN_555),
			.pattern2 (half_pattern)
			);
ledCtrl lc6 (.state(led6),
            .led(LED[6]),
            .ledOn(PWM),
			.pattern1 (PATTERN_555),
			.pattern2 (half_pattern)
			);
ledCtrl lc7 (.state(led7),
            .led(LED[7]),
            .ledOn(PWM),
			.pattern1 (PATTERN_555),
			.pattern2 (half_pattern)
			);
ledCtrl lc8 (.state(led8),
            .led(LED[8]),
            .ledOn(PWM),
			.pattern1 (PATTERN_555),
			.pattern2 (half_pattern)
			);
ledCtrl lc9 (.state(led9),
            .led(LED[9]),
            .ledOn(PWM),
			.pattern1 (PATTERN_555),
			.pattern2 (half_pattern)
			);
ledCtrl lc10 (.state(led10),
            .led(LED[10]),
            .ledOn(PWM),
			.pattern1 (PATTERN_555),
			.pattern2 (half_pattern)
			);
ledCtrl lc11 (.state(led11),
            .led(LED[11]),
            .ledOn(PWM),
			.pattern1 (PATTERN_555),
			.pattern2 (half_pattern)
			);
ledCtrl lc12 (.state(led12),
            .led(LED[12]),
            .ledOn(PWM),
			.pattern1 (PATTERN_555),
			.pattern2 (half_pattern)
			);
ledCtrl lc13 (.state(led13),
            .led(LED[13]),
            .ledOn(PWM),
			.pattern1 (PATTERN_555),
			.pattern2 (half_pattern)
			);
ledCtrl lc14 (.state(led14),
            .led(LED[14]),
            .ledOn(PWM),
			.pattern1 (PATTERN_555),
			.pattern2 (half_pattern)
			);
ledCtrl lc15 (.state(led15),
            .led(LED[15]),
            .ledOn(PWM),
			.pattern1 (PATTERN_555),
			.pattern2 (half_pattern)
			);
ledCtrl lc16 (.state(led16),
            .led(LED[16]),
            .ledOn(PWM),
			.pattern1 (PATTERN_555),
			.pattern2 (half_pattern)
			);
ledCtrl lc17 (.state(led17),
            .led(LED[17]),
            .ledOn(PWM),
			.pattern1 (PATTERN_555),
			.pattern2 (half_pattern)
			);
ledCtrl lc18 (.state(led18),
            .led(LED[18]),
            .ledOn(PWM),
			.pattern1 (PATTERN_555),
			.pattern2 (half_pattern)
			);
ledCtrl lc19 (.state(led19),
            .led(LED[19]),
            .ledOn(PWM),
			.pattern1 (PATTERN_555),
			.pattern2 (half_pattern)
			);
endmodule
==> GITHUB_STEP_SUMMARY <==
### Metrics collected by this job

| Metric | Value |
|---|---|
| Status | `complete, but fails checks` |
| Failing checks | `setup timing` |
| Yosys cell types | `18` |
| HP Class | `reg -> reg` |
| Tool warning count | `88` |
| Initial antenna violation count | `0` |
| First-pass GRT wire length | `6040 microns` |
| Synthesized area | `1770 sq um` |
| GPL Wtd Cong | `0.735` |
| CP Class | `clk -> out` |
| Vias | `1404` |
| Core footprint | `4120 sq um` |
| TritonRoute pass-1 iters | `4` |
| RSZ-0062 raised after global routing | `yes` |
| # Cells Yosys | `206` |
| IO buf count | `24` |
| Reg2reg setup slack | `0.83 ns` |
| Hold Buf Count CTS | `0` |
| Type of origin of the critical path | `clock port` |
| Total global routing overflow | `0` |
| Die X | `68.4 microns` |
| Max Fanout on Critical Path | `3` |
| Worst endpoint data arrival time | `around 1.6 ns` |
| Flip-flop and latch area | `781 sq um` |
| Hold violation total from the final report | `0` |
| Final Power | `roughly 0.0020 W` |
| Maximum vdd drop | `roughly 0.47 mV` |
| Pleak | `0.966 nW` |
| GR Util All Layers | `17.7%` |
| IO Pins | `26` |
| Ant. Diodes | `0` |
| Area Growth Syn to Fin | `23.7%` |
| Layout cells sized above 1 | `21.6%` |
| Fillers | `375` |
| Most flop-heavy register | `sr0.registers` |
| WL final | `between 3000 and 4000 microns` |
| Register pins left without a clock | `41` |
| Comb area | `between 700 and 800 sq um` |
| Die area | `4680 sq um` |
| Largest register FFs | `7` |
| Largest net degree at the start of global routing | `23` |
| Slew Limit Fails | `0` |
| Slew at the pin with the worst max-slew slack | `0.761 ns` |
| Syn avg cell area | `about 8.6 sq um` |
| 1st-iter DRT viols | `around 50` |
| CP endpoint kind | `output pin` |
| ANT nets after route | `0` |
| Endpoints left unconstrained | `41` |
| Max-slew headroom | `49.2%` |
| Max-cap violations | `0` |
| WP data required | `1.36 ns` |
| Finish-stage setup viols | `20` |
| YS chip area | `1770 sq um` |
| Clk_skew | `about 0.00026 ns` |
| Fin util | `53.1%` |
| CTS tree | `yes` |
| Die Span Y | `68.4 microns` |
| Vias per cell | `~5.1` |
| Pwr Density | `924 nW/um^2` |
| Post-Syn Instances | `206` |
| Final worst slack | `-0.206 ns` |
| Number of global-route vias before repair | `1615` |
| #FFs+latches synth | `49` |
| Drt drc | `0` |
| Rows | `23` |
| Init Core Util | `42.9%` |
| HPWL Detailed | `between 2000 and 2500 microns` |
| CTS clock-pin slew for the worst setup and hold paths | `0.03 ns` |
| Warning count from the yosys run | `3` |
| Routed wire length per instance | `~13 microns` |
## worst max-delay path: stages
cell       delay, ns
buf_8           0.10
buf_8           0.12
clkbuf_16       0.14
buf_6           0.11
nand4b_1        0.07
o21ai_1         0.07
buf_2           0.11
## final timing paths
check | to | startpoint | depth (start not counted)
worst min register to register | temp | temp | 1
min in group clk0 | sr0.registers[6] | sr0.registers[6] | 2
worst max register to register | sr0.registers[2] | sr0.registers[2] | 2
max in group clk1 | temp | temp | 1
worst max-delay path | LED[6] | PATTERN_555 | 7
worst min-delay path | temp | temp | 1
## area by class of cell
cell class,count,share of cell area [%]
clock buffers,43,20.2
inverters,2,0.344
multi-input cells,124,35.7
flip-flops and latches,49,35.7
well taps,50,2.86
repair buffers,9,5.21
## timing repair
action / CTS / global route
setup endpoints to repair: 60 / 20
pin swaps: 3 / 0
gates resized: 66 / 2
cloned: 1 / 0
setup buffers: 5 / 0
## cells by family (layout without fill, tap and decap cells)
kind of cell    after synthesis  after routing  synth area share (%)
compound gates               20             20                  5.67
flops                         9              9                  10.2
simple gates                 97             97                  34.3
buf+inv                      33             54                  11.8
latches                      40             40                  34.0
mux                           7              7                  3.97
## cell usage after synthesis, drive strengths merged
cell / n / share of area (%)
and4b: 1 / 0.78
inv: 2 / 0.43
nand3: 6 / 1.7
o21ai: 20 / 5.7
clkbuf: 7 / 1.5
and4bb: 3 / 2.1
nor4b: 2 / 1.7
dfxtp: 9 / 10
nor2b: 30 / 11
nor2: 1 / 0.21
mux2i: 7 / 4.0
dlxtn: 40 / 34
nand2: 34 / 7.2
nand4b: 20 / 9.9
buf: 24 / 9.9
## through the flow
| step | hold slack [ns] | cell area [sq um] | setup WS [ns] | TNS [ns] | cells |
|---|---|---|---|---|---|
| after CTS | 0.370 | 2180 | -0.275 | -3.88 | 277 |
| after detailed placement | 0.360 | 1910 | -0.340 | -6.61 | 253 |
| after floorplan | 0.350 | 1770 | 0.0581 | 0 | 206 |
| final | 0.368 | 2180 | -0.206 | -2.81 | 277 |
| after global placement | 0.356 | 1910 | -0.327 | -6.51 | 253 |
| after global routing | 0.396 | 2180 | -0.269 | -3.72 | 277 |
## power by group
| group | switching [W] | total (W) | internal [W] |
|---|---|---|---|
| registers | 0.00000778 | 0.000206 | 0.000198 |
| logic | 0.0000343 | 0.0000706 | 0.0000363 |
| clock network | 0.000428 | 0.00174 | 0.00131 |
| total | 0.000470 | 0.00202 | 0.00155 |
## metal layers
layer	wire, microns	GRT usage, %	up-vias
met5	0	0	-
met4	59	15.4	0
met3	168	7.09	6
met2	1690	24.0	36
met1	1590	21.8	644
li1	-	-	718
## placed cells by master (no fill, tap or decap), types with 6 or more instances in the layout
cell        n
nand3_1     6
o21ai_1    19
dfxtp_1     9
nand2_1    34
clkbuf_8    7
buf_2      20
dlxtn_1    40
clkbuf_16   6
nor2b_1    30
nand4b_1   20
mux2i_1     7
No activity file was given, so power comes from the tool's default toggle rates.
